File: flow/config.mk
export PLATFORM = sky130hd
export DESIGN_NAME = PCPU
export DESIGN_NICKNAME = PCPU
export VERILOG_FILES = /design/flow/design.v
export SDC_FILE = /design/flow/constraint.sdc
export NUM_CORES = 4
export LEC_CHECK = 1
export CORE_UTILIZATION = 30
File: flow/constraint.sdc
current_design PCPU

set clk_period 13.2
set clk_io_pct 0.2

create_clock -name clk0 -period $clk_period [get_ports {clock}]

set non_clock_inputs [all_inputs -no_clocks]
set_input_delay [expr $clk_period * $clk_io_pct] -clock clk0 $non_clock_inputs
set_output_delay [expr $clk_period * $clk_io_pct] -clock clk0 [all_outputs]
File: flow/design.v
`timescale 1ns / 1ps
module ALU(
	input [3:0] opcode,
	input [15:0] operandA,
	input [15:0] operandB,
	output reg [15:0] ALUo,
	output reg [2:0] flags
);
	always @(opcode or operandA or operandB) begin
		case(opcode)
			4'b0001: begin ALUo = operandA & operandB; flags[0] = 0; end
			4'b0000: begin ALUo = operandA | operandB; flags[0] = 0; end
			4'b0010: begin ALUo = ~operandA; flags[0]= 0; end
			4'b0011: begin ALUo = operandA ^ operandB; flags[0] = 0; end
			4'b0100: {flags[0], ALUo} = operandA + operandB;
			4'b0101: {flags[0], ALUo} = operandA + operandB + 1'b1;
			4'b0110: {flags[0], ALUo} = operandA - operandB;
			4'b0111: {flags[0], ALUo} = operandA - operandB - 1'b1;
			4'b1000: begin ALUo = operandA << operandB[4:0]; flags[0] = 0; end
			4'b1010: begin ALUo = {operandA[15], operandA[14:0] <<< operandB[3:0]}; flags[0] = 0; end
			4'b1001: begin ALUo = operandA >> operandB[4:0]; flags[0] = 0; end
			4'b1011: begin ALUo = $signed(operandA) >>> operandB[4:0]; flags[0] = 0; end
			default: begin ALUo = operandA & operandB; flags[0] = 0; end
		endcase
	end
	always @(ALUo) begin
		flags[2] = ALUo[15];
		flags[1] = ALUo == 16'd0;
	end
endmodule
`timescale 1ns / 1ps
module PCPU(
	input clock,
	input [15:0] d_datain,
	input enable,
	input [15:0] i_datain,
	input reset,
	input [3:0] select_y,
	input start,
	output [7:0] d_addr,
	output [15:0] d_dataout,
	output d_we,
	output [7:0] i_addr,
	output reg [15:0] y,
	input show_gr
);
	reg [7:0] pc;
	reg [15:0] id_ir, ex_ir, mem_ir, wb_ir;
	reg [15:0] reg_A, reg_B, reg_C, reg_C1;
	reg [15:0] smdr, smdr1;
	reg [2:0] flags;  
	reg dw;
	wire [15:0] w_ALUo;
	wire [2:0] w_flags;
	assign d_dataout = smdr1;
	assign d_we = dw;
	assign d_addr = reg_C[7:0];
	assign i_addr = pc;
	reg state, next_state;
	always @(posedge clock) begin
		if (reset)
			state <= 1'b0;
		else
			state <= next_state;
	end
	always @(*) begin
		case (state)
			1'b0 : 
				if ((enable == 1'b1) 
				&& (start == 1'b1))
					next_state = 1'b1;
				else    
					next_state = 1'b0;
			1'b1 :
				if ((enable == 1'b0)
				|| wb_ir[15:11] == 5'b00001)
					next_state = 1'b0;
				else
					next_state = 1'b1;
		endcase
	end
	reg [15:0] gr[0:7];
	always @(posedge clock or posedge reset) begin
		if (reset) begin
			gr[0] <= 0; gr[1] <= 0; gr[2] <= 0; gr[3] <= 0;
			gr[4] <= 0; gr[5] <= 0; gr[6] <= 0; gr[7] <= 0;
		end else if (state ==1'b1) begin
			case(wb_ir[15:11])
				5'b00010, 5'b10000, 5'b10100,
				5'b01000, 5'b01001, 5'b10001,
				5'b01010, 5'b01011, 5'b10010, 
				5'b10011, 5'b01101, 5'b01110, 5'b01111,
				5'b00100, 5'b00110, 5'b00101, 5'b00111:
					gr[wb_ir[10:8]] <= reg_C1;
			endcase
		end
	end
	wire w_data_miss;
	DetectLoadDataMiss pcpu_dldm_id(
		.peek_ir(i_datain),
		.prev_ir(id_ir),
		.miss(w_data_miss)
	);
	reg pc_jump;
	always @(*) begin
		case(mem_ir[15:11])
			5'b11000,
			5'b11001: pc_jump = 1'b1;
			5'b11010: pc_jump = (flags[1] == 1'b1) ? 1'b1 : 1'b0;
			5'b11011: pc_jump = (flags[1] == 1'b0) ? 1'b1 : 1'b0;
			5'b11100: pc_jump = (flags[2] == 1'b1) ? 1'b1 : 1'b0;
			5'b11101: pc_jump = (flags[2] == 1'b0) ? 1'b1 : 1'b0;
			5'b11110: pc_jump = (flags[0] == 1'b1) ? 1'b1 : 1'b0;
			5'b11111: pc_jump = (flags[0] == 1'b0) ? 1'b1 : 1'b0;
			default: pc_jump = 1'b0;
		endcase
	end
	always @(posedge clock or posedge reset) begin
		if (reset) begin
			id_ir <= 16'b0000_0000_0000_0000;
			pc <= 8'b0000_0000;
		end else if (state ==1'b1) begin
			id_ir <= (pc_jump || w_data_miss) ? {5'b00000, 11'd0} : i_datain;
			if (pc_jump) begin
				pc <= reg_C[7:0];
			end else begin
				if (wb_ir[15:11] != 5'b00001 && !w_data_miss)
					pc <= pc + 1'b1;
			end
		end
	end
	wire [3:0] w_rgra [1:2];
	wire [2:0] w_dirty [0:2];
	DetectWBData pcpu_dwbd_ex_0(
		.gra(id_ir[10:8]),
		.prev_ir(ex_ir),
		.dirty(w_dirty[0][0])
	);
	DetectWBData pcpu_dwbd_mem_0(
		.gra(id_ir[10:8]),
		.prev_ir(mem_ir),
		.dirty(w_dirty[0][1])
	);
	DetectWBData pcpu_dwbd_wb_0(
		.gra(id_ir[10:8]),
		.prev_ir(wb_ir),
		.dirty(w_dirty[0][2])
	);
	ParseReadGR pcpu_parseRGR(
		.ir(id_ir),
		.gra1(w_rgra[1]),
		.gra2(w_rgra[2])
	);
	DetectWBData pcpu_dwbd_ex_1(
		.gra(w_rgra[1][2:0]),
		.prev_ir(ex_ir),
		.dirty(w_dirty[1][0])
	);
	DetectWBData pcpu_dwbd_mem_1(
		.gra(w_rgra[1][2:0]),
		.prev_ir(mem_ir),
		.dirty(w_dirty[1][1])
	);
	DetectWBData pcpu_dwbd_wb_1(
		.gra(w_rgra[1][2:0]),
		.prev_ir(wb_ir),
		.dirty(w_dirty[1][2])
	);
	DetectWBData pcpu_dwbd_ex_2(
		.gra(w_rgra[2][2:0]),
		.prev_ir(ex_ir),
		.dirty(w_dirty[2][0])
	);
	DetectWBData pcpu_dwbd_mem_2(
		.gra(w_rgra[2][2:0]),
		.prev_ir(mem_ir),
		.dirty(w_dirty[2][1])
	);
	DetectWBData pcpu_dwbd_wb_2(
		.gra(w_rgra[2][2:0]),
		.prev_ir(wb_ir),
		.dirty(w_dirty[2][2])
	);
	always @(posedge clock or posedge reset) begin
		if (reset) begin
			ex_ir <= 16'd0;
		end else if (state ==1'b1) begin
			ex_ir <= pc_jump ? {5'b00000, 11'd0} : id_ir;
			if (id_ir[15:11] == 5'b00011) begin
			   if (w_dirty[0][0])
					smdr <= w_ALUo;
				else if (w_dirty[0][1])
					smdr <= reg_C;
				else if (w_dirty[0][2])
					smdr <= reg_C1;
				else
					smdr <= gr[id_ir[10:8]];
			end
			if (w_rgra[1][3]) begin
				case(w_rgra[1][2:0])
					3'b000: reg_A <= 16'd0;
					3'b001: reg_A <= id_ir[3:0];
					3'b010: reg_A <= id_ir[7:4];
					3'b011: reg_A <= id_ir[7:0];
					3'b111: reg_A <= {id_ir[7:0], 8'd0};
				endcase
			end else begin
				if (w_dirty[1][0])
					reg_A <= w_ALUo;
				else if (w_dirty[1][1])
					reg_A <= mem_ir[15:11] == 5'b00010 ? d_datain : reg_C;
				else if (w_dirty[1][2])
					reg_A <= reg_C1;
				else
					reg_A <= gr[w_rgra[1][2:0]];
			end
			if (w_rgra[2][3]) begin
				case(w_rgra[2][2:0])
					3'b000: reg_B <= 16'd0;
					3'b001: reg_B <= id_ir[3:0];
					3'b010: reg_B <= id_ir[7:4];
					3'b011: reg_B <= id_ir[7:0];
					3'b111: reg_B <= {id_ir[7:0], 8'd0};
				endcase
			end else begin
				if (w_dirty[2][0])
					reg_B <= w_ALUo;
				else if (w_dirty[2][1])
					reg_B <= mem_ir[15:11] == 5'b00010 ? d_datain : reg_C;
				else if (w_dirty[2][2])
					reg_B <= reg_C1;
				else
					reg_B <= gr[w_rgra[2][2:0]];
			end
		end
	end
	wire strAfterLd =
		ex_ir[15:11] == 5'b00011 &&
		mem_ir[15:11] == 5'b00010 &&
		ex_ir[10:8] == mem_ir[10:8];
	wire updateZFNF =
		!(ex_ir[15:11] == 5'b11100 || ex_ir[15:11] == 5'b11101 ||
			ex_ir[15:11] == 5'b11010 || ex_ir[15:11] == 5'b11011 ||
			ex_ir[15:11] == 5'b11110 || ex_ir[15:11] == 5'b11111);
	wire updateCF = 
		ex_ir[15:11] == 5'b01000  || ex_ir[15:11] == 5'b01010 ||
		ex_ir[15:11] == 5'b01001 || ex_ir[15:11] == 5'b01011 ||
		ex_ir[15:11] == 5'b10001 || ex_ir[15:11] == 5'b10010;
	wire dwCondition =
		mem_ir[15:11] != 5'b00001 &&
		wb_ir[15:11] != 5'b00001 &&
		!pc_jump && ex_ir[15:11] == 5'b00011;
	always @(posedge clock or posedge reset) begin
		if (reset) begin
			mem_ir <= 16'd0;
		end else if (state ==1'b1) begin
			mem_ir <= pc_jump ? {5'b00000, 11'd0} : ex_ir;
			reg_C <= w_ALUo;
			if (updateZFNF) begin
				flags[2:1] <= w_flags[2:1];
				if (updateCF)
					flags[0] <= w_flags[0];
			end
			smdr1 <= strAfterLd ? d_datain : smdr;
			if (dwCondition)
				dw <= 1'b1;
			else
				dw <= 1'b0;
		end
	end
	always @(posedge clock or posedge reset) begin
		if (reset) begin
			wb_ir <= 16'd0;
		end else if (state ==1'b1) begin
			if (wb_ir[15:11] != 5'b00001)
				wb_ir <= pc_jump ? {5'b00000, 11'd0} : mem_ir;
			if (mem_ir[15:11] == 5'b00010)
				reg_C1 <= d_datain;
			else
				reg_C1 <= reg_C;
		end
	end
	reg [3:0] ALUop;
	always @(ex_ir or flags) begin
		case(ex_ir[15:11])
			5'b00010,5'b00011,5'b10000,5'b11010,5'b11011,
			5'b11100,5'b11101,5'b11110,5'b11111,5'b01000,
			5'b01001: ALUop = 4'b0100;
			5'b10001: ALUop = flags[0] == 1'b1 ? 4'b0101 : 4'b0100;
			5'b01010, 5'b01011,
			5'b01100: ALUop = 4'b0110;
			5'b10010: ALUop = flags[0] == 1'b1 ? 4'b0111 : 4'b0110;
			5'b01101: ALUop = 4'b0001;
			5'b01111: ALUop = 4'b0011;
			5'b10011: ALUop = 4'b0010;
			5'b00100: ALUop = 4'b1000;
			5'b00110: ALUop = 4'b1010;
			5'b00101: ALUop = 4'b1001;
			5'b00111: ALUop = 4'b1011;
			 default: ALUop = 4'b0000;
		endcase
	end
	ALU alu(
		.opcode(ALUop),
		.operandA(reg_A),
		.operandB(reg_B),
		.ALUo(w_ALUo),
		.flags(w_flags)
	);
	always @(*) begin
		if (show_gr == 1'b1) begin
			case (select_y[2:0])
				3'b000: y = gr[0];
				3'b001: y = gr[1];
				3'b010: y = gr[2];
				3'b011: y = gr[3];
				3'b100: y = gr[4];
				3'b101: y = gr[5];
				3'b110: y = gr[6];
				3'b111: y = gr[7];
			endcase
		end else begin
			case (select_y)
				4'd0: y = pc;     
				4'd1: y = id_ir;
				4'd2: y = ex_ir;
				4'd3: y = mem_ir;
				4'd4: y = wb_ir;
				4'd5: y = reg_A;
				4'd6: y = reg_B;
				4'd7: y = reg_C;
				4'd8: y = flags;
				4'd9: y = dw;
				4'd10: y = smdr;
				4'd11: y = smdr1;
				4'd12: y = reg_C1;
				default: y = pc;
			endcase
		end
	end
endmodule
module ParseReadGR(
	input [15:0] ir,
	output reg [3:0] gra1,
	output reg [3:0] gra2
);
	always @(*) begin
		case(ir[15:11])
			5'b00000,
			5'b00001: {gra1, gra2} = {1'b1, 3'd0, 1'b1, 3'd0};
			5'b10000: {gra1, gra2} = {1'b0, ir[10:8], 1'b1, 3'b111};
			5'b11000,5'b10100: {gra1, gra2} = {1'b1, 3'b000, 1'b1, 3'b011};
			5'b10011: {gra1, gra2} = {1'b0, ir[6:4], 1'b1, 3'b000};
			5'b01000,5'b10001,5'b01010,5'b10010,5'b01100,5'b01101,5'b01110,
			5'b01111: {gra1, gra2} = {1'b0, ir[6:4], 1'b0, ir[2:0]};
			5'b01001,5'b01011,5'b11001,5'b11010,5'b11011,5'b11100,5'b11101,5'b11110,
			5'b11111: {gra1, gra2} = {1'b0, ir[10:8], 1'b1, 3'b011};
			5'b00100, 5'b00110, 5'b00101,5'b00111,5'b00010,
			5'b00011: {gra1, gra2} = {1'b0, ir[6:4], 1'b1, 3'b001};
			default: {gra1, gra2} = {1'b1, 3'b000, 1'b1, 3'b000};
		endcase
	end
endmodule
module ParseWriteGR(
	input [15:0] ir,
	output reg [3:0] gra
);
	always @(*) begin
		case(ir[15:11])
			5'b00010,5'b10000,5'b01000,5'b01001,5'b10001,5'b01010,5'b01011,5'b10010,
			5'b01101,5'b01111,5'b01110,5'b10011,5'b00100,5'b00110,5'b00101,5'b00111:
				gra = {1'b0, ir[10:8]};
			default: gra = 4'b1000;
		endcase
	end
endmodule
module DetectLoadDataMiss(
	input [15:0] peek_ir,
	input [15:0] prev_ir,
	output miss
);
	wire nre1, nre2;
	wire [2:0] rgr1, rgr2;
	ParseReadGR l_parseRGR(
		.ir(peek_ir),
		.gra1({nre1, rgr1}),
		.gra2({nre2, rgr2})
	);
	assign miss = 
	(prev_ir[15:11] == 5'b00010 &&
		((!nre1 && prev_ir[10:8] == rgr1) ||
		 (!nre2 && prev_ir[10:8] == rgr2)  
 ) ) ?
	1'b1 : 1'b0;
endmodule
module DetectWBData(
	input [2:0] gra,
	input [15:0] prev_ir,
	output dirty
);
	wire nwe;
	wire [2:0] wgra;
	assign dirty = !nwe && gra == wgra;
	ParseWriteGR wb_parseWGR(
		.ir(prev_ir),
		.gra({nwe, wgra})
	);
endmodule
File: flow/run.sh
#!/bin/bash
# OpenROAD 26Q1-2900-gdf79404cd8, Yosys 0.63+post, stock flow scripts
make -C /OpenROAD-flow-scripts/flow DESIGN_CONFIG=/design/flow/config.mk WORK_HOME=/design/flow/orfs finish
==> impl_metrics.json <==
{
  "cpPeakStageDelay_ns": 0.78,
  "chipWidth_um": 293,
  "ys.flop_type": "dfrtp_1",
  "dieArea_um2": 85600,
  "finalSetupViolCount": 0,
  "ys_warn_count": 6,
  "track_usage_pct": 28.4,
  "drtAntennaViolNets": 0,
  "path_cells": "buf_2 > buf_4 > inv_1 > nand2_1 > nor2_1 > buf_4 > a222oi_1 > nand3_1 > a211oi_1 > a31oi_1 > clkdlybuf4s50_1",
  "hold_buffers": 0,
  "power.total_mw": 5.69,
  "place.gp.congestion": 1.05,
  "p_switching_mw": 2.71,
  "slowest_stage": "a211oi_1",
  "row_count": 106,
  "min_path_cells": 1,
  "status": "finished clean",
  "setup_slack_ns": 4.38,
  "drive_above_1_share_pct": 16.9,
  "synth_cell_types": 106,
  "vias": 25100,
  "fp_util_pct": 30.3,
  "swShare_pct": 47.6,
  "grt_max_degree": 62,
  "route.detailed.drc": 0,
  "root_buffer": "clkbuf_16",
  "dp_slack_ns": 4.64,
  "end_kind": "primary output",
  "reg2regPathDepth": 13,
  "wl_per_cell_um": 29.9,
  "tightestPinTransition_ns": 1.08,
  "p_leak_nw": 11.0,
  "clock_latency_ns": 0.57,
  "drv_slew": 0,
  "power.share.clock_pct": 19.4,
  "antenna_found_initial": 5,
  "start_kind": "input port",
  "core_area_um2": 83600,
  "hold_slack_ns": 0.514,
  "path_common_cell": "buf_4",
  "syn_avg_cell_area_um2": 8.73,
  "initialDrtViolationCount": 2929,
  "p_comb_share_pct": 52.3,
  "grt_overflow_total": 0,
  "fmaxAchievable_mhz": 113,
  "syn-cell-area_um2": 25300,
  "edf_count": 100,
  "final-hold-violation-count": 0,
  "hold_class": "reg -> reg",
  "cp_max_fo": 46,
  "slew_headroom_pct": 27.1,
  "clkSinkCount": 301,
  "powerDensity_nw_per_um2": 197,
  "finClkSkew_ns": 0.0230,
  "grt_pass1_vias": 23600,
  "criticalPathCategory": "in -> out",
  "rsz0062_at_grt": "false",
  "ios": 90,
  "dpl.hpwl_mm": 87.7,
  "post_cts_buffers": 0,
  "ys_async_sr_fraction_pct": 66.4,
  "ys_ff": 301,
  "area_growth_pct": 13.9,
  "synthCells": 2901,
  "ctsResizeCount": 0,
  "yosysChipArea_um2": 25300,
  "maxCapViolCount": 0,
  "setup_tns_ns": 0,
  "clk_path_buf_depth": 3,
  "period_used_pct": 66.8,
  "yosysSeqAreaShare_pct": 31.7,
  "ys_cells": 2901,
  "dieHeight_um": 293,
  "power.internal_mw": 2.98,
  "io_buffers": 89,
  "arrival_ns": 6.18,
  "fin_crit_ns": 8.82,
  "tool_warnings": 62,
  "cp.required_ns": 10.56,
  "viasPerCell": 6.27,
  "grt_pass1_wl_mm": 172,
  "p_seq_share_pct": 28.4,
  "cts_buffers": 36,
  "cts_tree": "yes",
  "first_pass_iters": 9,
  "htreeDepth": 2,
  "path_clk_slew_ns": 0.06,
  "totalWireLength_mm": 120,
  "ir_drop_uv": 127
}
-- through the flow --
step	util [%]	cell area [um^2]	instances
after floorplan	-	25300	2901
after global placement	33.0	27500	3937
after detailed placement	33.0	27500	3937
after CTS	34.5	28800	4002
after global routing	34.5	28800	4002
final	34.5	28800	4003
-- final timing paths --
check | startpoint | end | slack [ns]
setup / recovery | select_y[0] | y[12] | 4.38
hold / removal | id_ir[15]$_DFFE_PP0P_ | id_ir[15]$_DFFE_PP0P_ | 0.51
setup reg to reg | reg_B[1]$_DFFE_PP_ | flags[1]$_DFFE_PP_ | 7.62
hold reg to reg | id_ir[15]$_DFFE_PP0P_ | id_ir[15]$_DFFE_PP0P_ | 0.51
max in group asynchronous | reset | gr[5][8]$_DFFE_PP0P_ | 8.74
min in group asynchronous | reset | wb_ir[11]$_DFFE_PP0P_ | 2.77
-- critical path, delay by kind of cell --
kind | cells | cell delay (ns)
buffers and inverters | 5 | 1.62
AOI/OAI and AO/OA | 3 | 1.34
and+or+nand+nor | 3 | 0.51
-- logic make-up (layout without fill, tap and decap cells) --
logic type	after synthesis	count (layout)	share of synthesized area, %
AND-OR/OR-AND	898	898	24.6
AND/OR/NAND/NOR	890	890	16.5
buffers and inverters	363	384	5.76
multiplexers	314	314	15.8
flip-flops	301	301	31.7
XOR/XNOR	76	76	2.63
adder cells (fa/ha/maj)	59	59	2.96
other	0	1	0
-- layout by cell type, fill, tap and decap left out, drive strengths merged, types with 52 or more instances in the layout --
cell type and count:
ha 56, edfxtp 100, mux2i 78, clkdlybuf4s50 85
nor3 54, inv 103, nand3 113, nor2 255
dfrtp 200, mux2 185, a22oi 52, o21ai 208
a21oi 165, nand2 286, buf 131
-- registers in the layout, indices dropped and copies added, names as in the netlist --
register	flops
mem_ir	16
wb_ir	16
smdr1	16
dw	1
smdr	16
reg_C1	16
ex_ir	16
pc	8
state	1
reg_C	16
reg_B	16
gr	128
reg_A	16
id_ir	16
flags	3
-- cells in the mapped netlist (all sizes together) (25+ instances only) --
cell type	n	area (um^2)
nor4	29	209
nand2b	26	163
a211oi	44	345
ha	56	701
buf	74	374
o21ai	208	1050
mux2i	78	781
a22oi	52	390
a21oi	165	837
edfxtp	100	3000
nor3	54	280
dfrtp	200	5000
nor2	255	960
clkbuf	186	698
o22ai	46	288
o211ai	32	245
mux2	185	2080
o31ai	27	203
mux4	51	1150
xor2	25	219
o2bb2ai	26	228
inv	103	387
a221oi	39	354
nand3	113	566
a31oi	34	219
a22o	29	254
xnor2	51	447
nand2	286	1080
-- routing by layer --
metal / vias to the layer above / part of all wire [%] / track usage (%)
met5: - / 0.022 / 0
met4: 6 / 5.8 / 12.9
met3: 353 / 12 / 10.5
met2: 1488 / 44 / 42.3
met1: 12300 / 39 / 37.3
li1: 11000 / - / -
-- cell type report --
type                    instances  area (um^2)
diodes                          1         2.50
clock buffers                  48         1040
clock inverters                17          263
fillers                      8511        54700
inverters                     103          394
multi-input cells            2237        15900
flip-flops and latches        301         8030
well taps                    1080         1350
repair buffers                216         1820
-- power groups by stage --
stage	Clock [mW]	Combinational, mW	Sequential [mW]
after CTS	1.12	2.87	1.60
after global routing	1.15	3.14	1.62
final	1.10	2.97	1.61
No activity file was given, so power comes from the tool's default toggle rates.
